--- flow/run.sh ---
#!/bin/bash
# OpenROAD 26Q1-2900-gdf79404cd8, Yosys 0.63+post, stock flow scripts
make -C /OpenROAD-flow-scripts/flow DESIGN_CONFIG=/design/flow/config.mk WORK_HOME=/design/flow/orfs finish
--- flow/config.mk ---
export PLATFORM = sky130hd
export DESIGN_NAME = top
export DESIGN_NICKNAME = top
export VERILOG_FILES = /design/flow/design.v
export SDC_FILE = /design/flow/constraint.sdc
export NUM_CORES = 4
export LEC_CHECK = 1
export CORE_AREA = 10 10 73 73
export DIE_AREA = 0 0 83 83
--- flow/constraint.sdc ---
current_design top

set clk_period 1.6
set clk_io_pct 0.2

create_clock -name clk0 -period $clk_period [get_ports {clock}]

set non_clock_inputs [all_inputs -no_clocks]
set_input_delay [expr $clk_period * $clk_io_pct] -clock clk0 $non_clock_inputs
set_output_delay [expr $clk_period * $clk_io_pct] -clock clk0 [all_outputs]
--- flow/design.v ---
module acum
    #(
        parameter NB_INPUT= 3
    )
    (
        input [NB_INPUT :0]  e_sum,
        input                  e_clk, 
        input                  e_reset, 
        output reg [NB_INPUT+3 :0]  s_odata,  
        output reg              s_overflow,
        output reg[NB_INPUT+2 :0]  s_realim
    );
    reg [NB_INPUT +3 : 0] regg;    
    always @(posedge e_clk) begin
        if (e_reset) 
        begin
           regg <= 7'b0;
        end
        if (s_odata[6]) 
        begin
            regg <= 7'b0;
        end
        regg       <= regg + e_sum; 
        s_realim   <= s_odata[NB_INPUT-1:0];
        s_odata    <= regg[NB_INPUT+3:0];
        s_overflow <= regg[NB_INPUT+3];
    end 
    endmodule
module mux
    #(
        parameter NB_input = 3
    )
    (
        input [NB_input:0] e_mux1,
        input [NB_input:0] e_mux2,
        input [NB_input:0] e_mux3,
        input        [1:0] e_muxsel,
        output reg [NB_input:0]   s_mux
    );
   always @(*)begin
   case (e_muxsel)
       2'b00: s_mux = e_mux1;
       2'b01: s_mux = e_mux2;
       2'b10: s_mux = e_mux3;
       default: s_mux = 4'b0;
   endcase
   end
   endmodule
module sum_1
    #(
        parameter NB_input = 3
    )
    (
        input [NB_input-1:0] e_dato1,
        input [NB_input-1:0] e_dato2,
        output [NB_input:0]   s_sum
    );
    assign s_sum = {1'b0,e_dato1} + {1'b0,e_dato2};
endmodule
module sum_2
    #(
        parameter NB_INPUT = 3
    )
    (
        output  [NB_INPUT+3     :0]  s_sum,
        input   [NB_INPUT   :0]  e_dato1,
        input   [NB_INPUT+2   :0]  e_dato2
    );
    assign s_sum = {1'b000,e_dato1} + {1'b0,e_dato2};
endmodule
module top
        #(
        parameter NB_input  = 3  
        )
        (
        input        [NB_input-1:0] i_data1,
        input        [NB_input-1:0] i_data2,
        input          [NB_input-2:0] i_sel,
        output        [NB_input+3:0] o_data,
        output                   o_overflow,
        input                       i_reset,
        input                         clock
    );
    assign                     w_data1 = i_data1;
    assign                     w_data2 = i_data2;
    assign                         w_sel = i_sel;
    wire           [NB_input+3:0]w_odata = o_data;
    wire                   [NB_input+3:0] w_osum2;
    assign               w_overflow = w_osum2[6];
    assign                     w_reset = i_reset;
    wire                     [NB_input:0] w_imux;
    wire                     [NB_input:0] w_omux;
    assign              w_data1m = {1'b0,w_data1};  
    assign              w_data2m = {1'b0,w_data2};
    wire                   [NB_input+2:0] w_isum2;
    sum_1  
                #(
                    .NB_input (NB_input)
                )
    u_sum_1
                (
                    .e_dato1   (w_data1),
                    .e_dato2   (w_data2),
                    .s_sum      (w_imux)
                );
    sum_2    
             u_sum_2
                (
                    .e_dato1 (w_omux),
                    .e_dato2 (w_isum2),
                    .s_sum   (w_osum2)
                );
    mux  
                 #(
                    .NB_input (NB_input)
                )
                u_mux
                (
                    .e_mux1 (w_data1m),
                      .e_mux2 (w_imux),
                    .e_mux3 (w_data2m),
                     .e_muxsel (w_sel),
                       .s_mux (w_omux)
                );
    acum  
            u_acum
                (
                             .e_sum (w_omux),
                              .e_clk (clock),
                          .e_reset (w_reset),
                          .s_odata (w_odata),
                    .s_overflow (w_overflow),
                          .s_realim(w_isum2)
                );
    assign o_overflow=w_overflow;
endmodule
==> ci_impl_report.md <==
## Implementation flow summary

| Metric | Value |
|---|---|
| Fp_density | 0.124 |
| Hold Path End | u_acum.s_odata[6] |
| Synth area leaders | dfxtp_1 60%, ha_1 8.1%, xnor2_1 5.7%, fa_1 4.3%, xor2_1 3.8% |
| Sequential fraction of the synthesis area | 0.604 |
| XOR/XNOR Fraction of Synth Area | 0.0943 |
| Aoi share | 0.0162 |
| Mux share | 0.0243 |
| Area fraction in and, or, nand and nor cells | 0.0809 |
| Pre-CTS setup slack | -0.523 ns |
| Final setup fails | 0 |
| Post-DR vias/cell | 2.86 |
| Log Warnings | 32 |
| RSZ-0062 raised after global routing | no |
| Max-Cap Viols | 0 |
| Power after layout | 1360 uW |
| Clk_skew | 0.00306 ns |
| Antenna-violating nets left | 0 |
| Overflow after GRT | 0 |
| Drt wl/cell | 8.17 microns |
| # Cells Yosys | 38 |
| Clock Tree Buf Depth | 2 |
| Antenna fix cells | 0 |
| Total Neg Setup Slack | 0 ns |
| Crit-path max FO | 3 |
| Die Width | 83 microns |
| Syn avg cell area | 12.2 sq um |
| Main logic family | adder cells |
| Pins over their slew limit | 0 |
| DIE AREA | 6890 sq um |
| R2R Setup Slk | 0.33 ns |
| I/O Pins | 18 |
| Hold Crit Start | u_acum.regg[6] |
| Crit path DAT | 1.63 ns |
| Setup crit start | i_data1[0] |
| Post-DP HPWL | 614 microns |
| Clock root cell | clkbuf_8 |
| Gp weighted congestion | 0.745 |
| Hold Path Class | flop to flop |
| Leading area contributor after synthesis | dfxtp_1 |
| Registers, synthesis | 14 |
| Starting DRT DRC Count | 5 |
| Latency at later pin | 0.24 ns |
| Final Cycle Share | 0.937 |
| Reg2Reg Depth | 5 |
| H-tree depth | 1 |
| Leakage Power | 0.000293 uW |
| Final Critical Period | 1.50 ns |
| CP startpoint kind | primary input |
| Clock slew at reported path FFs | 0.06 ns |
| Reg2Reg Launch Point | u_acum.regg[0] |
| Worst hold stages | 0 |
| Status | finished, final reports clean |
| Synthesized area | 464 sq um |
| Synth unique cells | 15 |
| GR Layer Usage met1 | 0.0293 |
| First-pass GRT wire length | 1500 microns |
| Crit path DRT | 1.73 ns |
| Core Rows | 22 |
| Met3 usage | 0.0207 |
| Post-Synth Adder-Cell Area | 0.124 |
| Total number of vias | 286 |
| Fin worst setup slack | 0.100 ns |
| Post-CTS Hold Buffers | 0 |
| Yosys warnings | 16 |
| Drt pass-1 iters | 2 |
| Most used routing layer | met2 |
| TritonCTS clock tree | done |
| Final WL | 817 microns |
| Post-route cell area | 702 sq um |
| Yosys chip area | 464 sq um |
| R2R Path End | u_acum.regg[2] |
| Port Buffer Count | 10 |
| Share of layout cells above drive strength 1 | 0.288 |
| Initial antenna violation count | 0 |
| Cell Pwr Density | 1940 nW/um^2 |
| Placed cell area | 619 sq um |
| WS Path Type | primary input to flop |
| Met2 Usage GRT | 0.0419 |
| Core area | 3740 sq um |
| Vias in the first global route | 323 |
| F_max | 667 MHz |
| Area grow syn2layout | 51.2% |
| Final hold violations | 0 |
| Die H | 83 microns |
| Inserted Clock Buffers | 3 |
| Largest net degree at the start of global routing | 9 |
| Yosys top cell area share | 0.604 |
| Setup crit end kind | flop |
| GRT Overall Usage | 0.0265 |
| VDD IR-drop max | 0.418 mV |
| Mapped Cells | 38 |
| # clock sinks | 14 |
| DRC Markers | 0 |
[registers in the layout, summed over array words and instances (netlist names)]
signal          cells
u_acum.regg         7
u_acum.s_odata      7
[critical path: stages]
cell and delay, ns:
buf_2 0.12, ha_4 0.25, mux2_4 0.15, ha_4 0.13, inv_2 0.03, fa_2 0.36, buf_4 0.15, xnor2_1 0.11
[worst max path at each step]
stage / endpoint / slack, ns / cells past startpoint
after CTS: u_acum.regg[6] / 0.004 / 8
after global routing: u_acum.regg[6] / 0.02 / 8
final: u_acum.regg[2] / 0.10 / 8
[report_power, final]
part | switching [uW] | leakage, uW | total [uW] | internal [uW]
logic | 117 | 0.000147 | 381 | 264
registers | 114 | 0.000118 | 654 | 539
clock network | 113 | 0.0000288 | 330 | 217
total | 344 | 0.000293 | 1360 | 1020
[cell families after synthesis]
logic type | after synthesis
XOR/XNOR | 5
AND/OR/NAND/NOR | 7
other | 1
buffers and inverters | 5
adder cells (fa/ha/maj) | 4
flip-flops | 14
AND-OR/OR-AND | 1
multiplexers | 1
[synth_stat cells, drive strengths merged]
master	number
a21o	1
buf	1
conb	1
dfxtp	14
fa	1
ha	3
inv	4
mux2	1
nand2	4
nand4	1
nor2	1
nor3	1
xnor2	3
xor2	2
[cell usage in the layout (no fill, tap or decap), drive strengths merged, types with 2 or more instances in the layout]
cell           instances
buf                    3
clkbuf                 4
clkdlybuf4s50          7
dfxtp                 14
ha                     3
inv                    4
nand2                  4
xnor2                  3
xor2                   2
[routing by layer]
metal	vias up	share of wire
met5	-	0
met4	0	0
met3	0	0.10
met2	9	0.47
met1	134	0.43
li1	143	-
[area by class of cell]
| class | instances | area [sq um] |
|---|---|---|
| multi-input combinational | 19 | 195 |
| timing repair buffer | 11 | 96.3 |
| inverter | 4 | 15.0 |
| fill | 423 | 3040 |
| tap | 48 | 60.1 |
| sequential | 14 | 280 |
| clock buffer | 4 | 55.1 |
[through the flow]
step	cells	util	hold slack, ns
finish	100	0.188	0.366
global route	100	0.188	0.375
CTS	100	0.188	0.366
detailed placement	95	0.165	0.354
global placement	95	0.165	0.345
floorplan	38	-	0.337
[what timing repair did]
| action | in CTS | in global routing |
|---|---|---|
| pin swaps | 6 | 3 |
| setup buffers | 1 | 0 |
| setup endpoints to repair | 6 | 1 |
| hold endpoints to repair | 0 | 0 |
| resized | 15 | 0 |
Power is estimated from default activity; no workload was simulated.
